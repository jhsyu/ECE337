**./design.v**
```verilog
module apb_slave(
    clk, n_rst,
    rx_data, data_ready, 
    overrun_error, framing_error, 
    data_read, 
    psel, penable, pwrite, 
    paddr, prdata, pwdata, pslverr, 
    data_size, bit_period
);
    input wire clk, n_rst, data_ready; 
    input wire [7:0] rx_data; 
    input wire psel, penable, pwrite; 
    input wire [2:0] paddr;
    input wire [7:0] pwdata;
    input wire overrun_error, framing_error; 
    output reg data_read;
    output reg [3:0] data_size;
    output reg [13:0] bit_period;
    output reg pslverr;
    output reg [7:0] prdata; 
    logic [7:0] data_status_reg;
    logic [7:0] error_status;
    logic [7:0] bit_period_reg0; 
    logic [7:0] bit_period_reg1;
    logic [7:0] next_bit_period_reg0;
    logic [7:0] next_bit_period_reg1;
    logic [7:0] data_size_reg; 
    logic [7:0] next_data_size_reg;
    logic [7:0] data_buffer_reg;
    logic [7:0] next_data_buffer_reg;
    logic [2:0] read_sel, write_sel;
    logic [7:0] next_prdata;
    assign data_status_reg = {7'b0, data_ready}; 
    assign bit_period = {bit_period_reg1 [5:0], bit_period_reg0};
    assign data_size = data_size_reg;
    assign data_read = (psel && penable && (~pwrite)) ? 1'b1 : 1'b0;
    always_comb begin
        error_status = 8'd0;
        if(framing_error)
            error_status = 8'd1;
        else if(overrun_error)
            error_status = 8'd2; 
    end    
    always_comb begin
        pslverr = 1'b0;
        read_sel = 3'b0;
        write_sel = 3'b0;
       if (psel && pwrite) begin  
            case (paddr)
                3'd2:   write_sel = paddr;
                3'd3:   write_sel = paddr;
                3'd4:   write_sel = paddr; 
                default:pslverr = 1'b1;
            endcase   
       end 
       else if (psel && ~pwrite) begin  
            case (paddr)
                3'd7:   pslverr = 1'b1;
                default:read_sel = paddr;
            endcase
       end
    end    
    always_comb begin
        next_bit_period_reg0 = bit_period_reg0;
        next_bit_period_reg1 = bit_period_reg1;
        next_data_size_reg = data_size_reg;
        case (write_sel)
            3'd2:   next_bit_period_reg0 = pwdata[7:0];
            3'd3:   next_bit_period_reg1 = pwdata[7:0];
            3'd4:   next_data_size_reg = pwdata[3:0];
        endcase
    end
    always_comb begin    
        if (data_ready) begin
            next_data_buffer_reg = rx_data;
        end
        else begin
            next_data_buffer_reg = data_buffer_reg;
        end
    end
    always_ff @(posedge clk, negedge n_rst) begin
        if (~n_rst) begin
            data_size_reg <= 0;
            bit_period_reg0 <= 0;
            bit_period_reg1 <= 0;
        end
        else begin
            data_size_reg <= next_data_size_reg;
            bit_period_reg0 <= next_bit_period_reg0;
            bit_period_reg1 <= next_bit_period_reg1;            
        end
    end
    always_ff @(posedge clk, negedge n_rst) begin
        if (~n_rst) begin
            data_buffer_reg <= 0;
        end
        else begin
            data_buffer_reg <= next_data_buffer_reg;
        end
    end
    always_ff @(posedge clk, negedge n_rst, posedge penable, negedge psel) begin
        if (~n_rst) begin
            prdata <= 8'b0;
        end
        else if(penable)begin
            prdata <= next_prdata;
        end
        else if(~psel) begin
            prdata <= 8'b0;
        end
        else prdata <= 8'b0;
    end
    always_comb begin
        case (read_sel)
            3'd0:   next_prdata = data_status_reg;
            3'd1:   next_prdata = error_status;
            3'd2:   next_prdata = bit_period_reg0;
            3'd3:   next_prdata = bit_period_reg1;
            3'd4:   next_prdata = data_size_reg;
            3'd6:   next_prdata = data_buffer_reg;
            default:next_prdata = 8'b0;
        endcase
    end 
endmodule
```
**./run.sh**
```bash
#!/bin/bash
# OpenROAD 26Q1-2900-gdf79404cd8, Yosys 0.63+post, stock flow scripts
make -C /OpenROAD-flow-scripts/flow DESIGN_CONFIG=/design/flow/config.mk WORK_HOME=/design/flow/orfs finish
```
**./config.mk**
```make
export PLATFORM = sky130hd
export DESIGN_NAME = apb_slave
export DESIGN_NICKNAME = apb_slave
export VERILOG_FILES = /design/flow/design.v
export SDC_FILE = /design/flow/constraint.sdc
export NUM_CORES = 4
export LEC_CHECK = 1
export CORE_AREA = 10 10 111 111
export DIE_AREA = 0 0 121 121
```
**./constraint.sdc**
```tcl
current_design apb_slave

set clk_period 2.1
set clk_io_pct 0.2

create_clock -name clk0 -period $clk_period [get_ports {clk}]

set non_clock_inputs [all_inputs -no_clocks]
set_input_delay [expr $clk_period * $clk_io_pct] -clock clk0 $non_clock_inputs
set_output_delay [expr $clk_period * $clk_io_pct] -clock clk0 [all_outputs]
```
==> results_dict.tcl <==
# collected from the flow reports
set metrics [dict create \
    status "finished, final reports clean" \
    clock_skew_ns 0.0128 \
    slowest_stage "clkdlybuf4s50_1" \
    cts_hold_buffers 0 \
    cts_tree "yes" \
    finalCriticalPeriod_ns 2.06 \
    path_buffers 3 \
    overflow 0 \
    postSynthSeqShare_pct 51.8 \
    cp.arrival_ns 1.64 \
    maxSlewViolCount 0 \
    synth_top_cell_by_area "dfrtp_1" \
    first_pass_iters 4 \
    synth_flops 36 \
    maxCapViolCount 0 \
    place_area_um2 2730 \
    rows 36 \
    synth-main-ff-cell "dfrtp_1" \
    insertion_delay_ns 0.29 \
    wl_per_cell_um 14.5 \
    hpwlAfterDp_um 4360 \
    grt_usage_pct 7.44 \
    drive_above_1_share_pct 31.0 \
    fillers 993 \
    ys_types 37 \
    whs_ns 0.454 \
    netlist_area_um2 1860 \
    viasPerCell 4.02 \
    ant_nets 0 \
    cp_max_fo 3 \
    finalSetupViolCount 0 \
    drt_wl_total_um 5240 \
    critical_path_class "primary input to output pin" \
    grt_pass1_vias 1590 \
    cpLargestDelayFamily "buffers and inverters" \
    routabilityCongestion 0.817 \
    top_area_share_pct 37.8 \
    yosys_warnings 5 \
    power.density_nw_per_um2 668 \
    switching_share_pct 24.8 \
    period_used_pct 98.3 \
    use_met1_pct 10.9 \
    clk_pin_slew_ns 0.06 \
    grt_max_degree 17 \
    grt_pass1_wl_um 8600 \
    syn_inst 146 \
    hold_viol 0 \
    yosys_area_um2 1860 \
    cp.required_ns 1.68 \
    numCtsBuffers 5 \
    die_width_um 121 \
    num_vias 1457 \
    finish.instance_area_um2 2840 \
    syn_to_final_growth_pct 53.1 \
    drtIter0Drc 64 \
    cts.sinks 36 \
    power_leakage_nw 1.18 \
    grt.busiest_layer "met1" \
    p_clk_share_pct 27.5 \
    endpoint_kind "output pin" \
    cp_common_cell "clkdlybuf4s50_1" \
    io_buffers 54 \
    hold_class "flop to asynchronous set/reset pin" \
    comb_power_share_pct 23.8 \
    die_area_um2 14600 \
    vdd_ir_drop_max_uv 284 \
    n_antenna_cell 0 \
    initCoreUtil_pct 18.8 \
    cp_cell_sequence "clkdlybuf4s50_1, inv_1, o221ai_1, nor2_1, clkdlybuf4s50_1" \
    fp.dieH_um 121 \
    cts_max_path_buffers 2 \
    grt_use_met2_pct 10.4 \
    p_total_w 0.00190 \
    edf_count 0 \
    worst_pin_slew_ns 0.589 \
    final_common_cell "clkdlybuf4s50_1" \
    internal-power_w 0.00143 \
    ys_cells 146 \
    synthTopCellsByArea "dfrtp_1, mux2_2, dfbbp_1" \
    antenna_found_initial 0 \
    post-route-drc-count 0 \
    tool_warnings 33 \
    coreArea_um2 9860 \
    final_cell_mix "clkdlybuf4s50_1, mux2_2, dfrtp_1" \
    cp-start-kind "primary input" \
    met3_usage_pct 3.07 \
    seq_power_share_pct 48.8 \
    p_sw_w 0.000471 \
    h-tree-depth 2 \
    syn_avg_cell_area_um2 12.7 \
    synth-async-reset-ratio_pct 100 \
    tns_ns 0 \
    max_stage_delay_ns 0.51 \
    slew-limit-headroom_pct 60.5 \
    fmax_mhz 484 \
    ctsRootBufferMaster "clkbuf_8" \
    io-pin-count 55 \
]
-- worst register-to-register path, cell delays in order, from the launching register on --
cell	delay, ns
dfrtp_1	0.41
and4b_1	0.18
a31o_2	0.21
o21ai_1	0.16
a21bo_2	0.16
-- per-stage QoR --
step / setup WS (ns) / instances / utilization (%)
after floorplan: 0.645 / 153 / -
after global placement: -0.00439 / 354 / 27.6
after detailed placement: -0.00706 / 354 / 27.6
after CTS: 0.0111 / 362 / 28.7
after global routing: -0.0343 / 362 / 28.8
final: 0.0358 / 362 / 28.8
-- metal layers --
layer / share of wire, % / wire, um / up-vias
met2: 41 / 2130 / 50
met3: 9.8 / 513 / 2
met1: 49 / 2570 / 700
met4: 0.40 / 21 / 0
met5: 0 / 0 / -
li1: - / - / 705
-- path summary, 6_finish.rpt --
| check | startpoint | to | slack [ns] | depth (start not counted) |
|---|---|---|---|---|
| min | data_buffer_reg[1] | prdata[1] | 0.45 | 2 |
| max | paddr[1] | pslverr | 0.04 | 5 |
| min in group clk0 | data_buffer_reg[2] | data_buffer_reg[2] | 0.52 | 1 |
| max reg2reg | bit_period_reg1[1] | prdata[1] | 1.02 | 4 |
| min reg2reg | data_buffer_reg[1] | prdata[1] | 0.45 | 2 |
| max in group asynchronous | paddr[1] | prdata[2] | 0.40 | 8 |
-- repair_timing --
action	4_1_cts	5_1_grt
pin swaps	0	0
resized	4	3
setup endpoints to repair	2	2
setup buffers	0	0
-- synthesized netlist by cell type, drive strengths merged, types with 2 or more instances --
cell,count
a31oi,4
a221oi,4
nor2,6
and3,5
nor2b,2
dfrtp,28
dfbbp,8
nor3,4
nand2b,6
buf,9
nand3b,2
o21ai,2
a22oi,4
and2,2
a21bo,4
a21oi,7
clkbuf,2
mux2,28
nand2,5
-- power groups by stage --
stage         clock (W)  sequential [W]  combinational [W]
CTS            0.000537        0.000930           0.000462
global route   0.000576        0.000947           0.000500
finish         0.000521        0.000924           0.000451
-- final cells by class --
class	count	area (um^2)	area share, %
sequential	36	961	33.8
multi-input combinational	105	857	30.2
inverter	1	3.75	0.132
timing repair buffer	79	756	26.6
clock inverter	2	13.8	0.485
clock buffer	6	82.6	2.91
tap	133	166	5.86
-- cell families after synthesis --
logic type / count (synthesis) / synth area share [%]
AOI/OAI and AO/OA: 30 / 11.7
DFF: 36 / 51.8
muxes: 29 / 17.5
and+or+nand+nor: 38 / 14.5
other: 1 / 0.202
buffers and inverters: 12 / 4.25
Power figures rest on the tool's default switching activity, not on a simulated workload.
