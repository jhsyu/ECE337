## flow/run.sh

```bash
#!/bin/bash
# OpenROAD 26Q1-2900-gdf79404cd8, Yosys 0.63+post, stock flow scripts
make -C /OpenROAD-flow-scripts/flow DESIGN_CONFIG=/design/flow/config.mk WORK_HOME=/design/flow/orfs finish
```

## flow/design.v

```verilog
module ahb_lite_slave(
    input logic clk,
    input logic n_rst,
    input logic modwait,
    input logic err,
    input logic hsel,
    input logic hsize,
    input logic hwrite,
    input logic coeff_clr,  
    input logic [1:0] coefficient_num,
    input logic [1:0] htrans,
    input logic [3:0] haddr,
    input logic [15:0] hwdata,
    input logic [15:0] fir_out,
    output logic data_ready,
    output logic hresp, 
    output logic new_coefficient_set,
    output logic [15:0] sample_data,
    output logic [15:0] fir_coefficient,
    output logic [15:0] hrdata
);
    localparam HTRANS_NONSEQ    = 2'd2;
    localparam HTRANS_IDLE      = 2'd0;
    logic [15:0] next_sample_data;
    logic [15:0] f0_reg;
    logic [15:0] next_f0_reg;
    logic [15:0] f1_reg;
    logic [15:0] next_f1_reg;
    logic [15:0] f2_reg;
    logic [15:0] next_f2_reg;
    logic [15:0] f3_reg;
    logic [15:0] next_f3_reg;
    logic [7:0] new_coeff;
    logic [7:0] next_new_coeff;
    logic next_new_coefficient_set;
    logic [15:0] status;
    assign status = {7'b0, err, 7'b0, modwait || new_coefficient_set};
    logic [3:0] haddr_reg;
    logic hwrite_reg;
    logic hsel_reg;
    logic [1:0] htrans_reg;
    logic hsize_reg;
    logic next_data_ready;
    always_comb begin
        if(haddr == 4'hf) hresp = 1'b1;
        else if(hwrite && (haddr < 4'h4)) hresp = 1'b1;
        else hresp = 1'b0;
    end
    always_comb begin
        next_sample_data = sample_data;
        next_f0_reg = f0_reg;
        next_f1_reg = f1_reg;
        next_f2_reg = f2_reg;
        next_f3_reg = f3_reg;
        next_new_coeff = new_coeff;
        next_data_ready = data_ready;
        if(hsel && ~hsize_reg && hwrite_reg &&  htrans_reg == HTRANS_NONSEQ) begin
            case(haddr_reg)
                4'h4: next_sample_data = {sample_data[15:8] ,hwdata[7:0]};
                4'h5: next_sample_data = {hwdata[7:0], sample_data[7:0]};
                4'h6: next_f0_reg = {f0_reg[15:8], hwdata[7:0]};
                4'h7: next_f0_reg = {hwdata[7:0], f0_reg[7:0]};
                4'h8: next_f1_reg = {f1_reg[15:8], hwdata[7:0]};
                4'h9: next_f1_reg = {hwdata[7:0], f1_reg[7:0]};
                4'ha: next_f2_reg = {f2_reg[15:8], hwdata[7:0]};
                4'hb: next_f2_reg = {hwdata[7:0], f2_reg[7:0]};
                4'hc: next_f3_reg = {f3_reg[15:8], hwdata[7:0]};
                4'hd: next_f3_reg = {hwdata[7:0], f3_reg[7:0]};
                4'he: next_new_coeff = hwdata[7:0];
            endcase
        end
        else if(hsel && hsize_reg && hwrite_reg &&  htrans_reg == HTRANS_NONSEQ) begin
            case(haddr_reg)
                4'h4: next_sample_data = hwdata;
                4'h5: next_sample_data = hwdata;
                4'h6: next_f0_reg = hwdata;
                4'h7: next_f0_reg = hwdata;
                4'h8: next_f1_reg = hwdata;
                4'h9: next_f1_reg = hwdata;
                4'ha: next_f2_reg = hwdata;
                4'hb: next_f2_reg = hwdata;
                4'hc: next_f3_reg = hwdata;
                4'hd: next_f3_reg = hwdata;
                4'he: next_new_coeff = hwdata[7:0];
            endcase
        end
        if(modwait) begin
            next_data_ready = 0;
        end
        else if(hsel && hwrite_reg && htrans_reg == HTRANS_NONSEQ && (haddr_reg[3:1] == 3'b010)) begin
            next_data_ready = 1;
        end
        if(coeff_clr) begin
            next_new_coeff = '0;
        end
        case(coefficient_num)
            2'd0: fir_coefficient = f0_reg;
            2'd1: fir_coefficient = f1_reg;
            2'd2: fir_coefficient = f2_reg;
            2'd3: fir_coefficient = f3_reg;
            default: fir_coefficient = '0;
        endcase
    end
    always_comb begin
        if(hsel && ~hsize_reg && ~hwrite_reg &&  htrans_reg == HTRANS_NONSEQ) begin
            case(haddr_reg)
                4'h0: hrdata = {8'b0, status[7:0]};
                4'h1: hrdata = {8'b0, status[15:8]};
                4'h2: hrdata = {8'b0, fir_out[7:0]};
                4'h3: hrdata = {8'b0, fir_out[15:8]};
                4'h4: hrdata = {8'b0, sample_data[7:0]};
                4'h5: hrdata = {8'b0, sample_data[15:8]};
                4'h6: hrdata = {8'b0, f0_reg[7:0]};
                4'h7: hrdata = {8'b0, f0_reg[15:8]};
                4'h8: hrdata = {8'b0, f1_reg[7:0]};
                4'h9: hrdata = {8'b0, f1_reg[15:8]};
                4'ha: hrdata = {8'b0, f2_reg[7:0]};
                4'hb: hrdata = {8'b0, f2_reg[15:8]};
                4'hc: hrdata = {8'b0, f3_reg[7:0]};
                4'hd: hrdata = {8'b0, f3_reg[15:8]};
                4'he: hrdata = new_coeff;
                default: hrdata = '0;
            endcase
        end
        else if(hsel && hsize_reg && ~hwrite_reg && htrans_reg == HTRANS_NONSEQ) begin
            case(haddr_reg)
                4'h0: hrdata = status;
                4'h1: hrdata = status;
                4'h2: hrdata = fir_out;
                4'h3: hrdata = fir_out;
                4'h4: hrdata = sample_data;
                4'h5: hrdata = sample_data;
                4'h6: hrdata = f0_reg;
                4'h7: hrdata = f0_reg;
                4'h8: hrdata = f1_reg;
                4'h9: hrdata = f1_reg;
                4'ha: hrdata = f2_reg;
                4'hb: hrdata = f2_reg;
                4'hc: hrdata = f3_reg;
                4'hd: hrdata = f3_reg;
                4'he: hrdata = {8'b0, new_coeff};
                default: hrdata = '0;
            endcase
        end
        else hrdata = '0;
    end
    always_ff @(posedge clk, negedge n_rst) begin
        if(n_rst == 0) begin
            hwrite_reg <= '0;
            htrans_reg <= '0;
            hsize_reg <= '0;
            haddr_reg <= '0;
        end
        else begin
            hwrite_reg <= hwrite;
            htrans_reg <= htrans;
            hsize_reg <= hsize;
            haddr_reg <= haddr;
        end
    end
    always_ff @(posedge clk, negedge n_rst) begin
        if(n_rst == 0) begin
            f0_reg <= '0;
            f1_reg <= '0;
            f2_reg <= '0;
            f3_reg <= '0;
        end
        else begin
            f0_reg <= next_f0_reg;
            f1_reg <= next_f1_reg;
            f2_reg <= next_f2_reg;
            f3_reg <= next_f3_reg;
        end
    end
    always_ff @(posedge clk, negedge n_rst) begin
        if(n_rst == 0) begin
            new_coeff <= '0;
            data_ready <= '0;
            sample_data <= '0;
        end
        else begin
            new_coeff <= next_new_coeff;
            data_ready <= next_data_ready;
            sample_data <= next_sample_data;
        end
    end
    always_ff @(posedge clk, negedge n_rst) begin
        if (~n_rst) begin
            new_coefficient_set <= '0;
        end
        else begin
            new_coefficient_set <= next_new_coefficient_set;
        end
    end
    always_comb begin
        if (coeff_clr) begin
            next_new_coefficient_set = 1'b0;
        end
        else begin
            next_new_coefficient_set = next_new_coeff[0];
        end
    end
endmodule
```

## flow/constraint.sdc

```tcl
current_design ahb_lite_slave

set clk_period 3.6
set clk_io_pct 0.2

create_clock -name clk0 -period $clk_period [get_ports {clk}]

set non_clock_inputs [all_inputs -no_clocks]
set_input_delay [expr $clk_period * $clk_io_pct] -clock clk0 $non_clock_inputs
set_output_delay [expr $clk_period * $clk_io_pct] -clock clk0 [all_outputs]
```

## flow/config.mk

```make
export PLATFORM = sky130hd
export DESIGN_NAME = ahb_lite_slave
export DESIGN_NICKNAME = ahb_lite_slave
export VERILOG_FILES = /design/flow/design.v
export SDC_FILE = /design/flow/constraint.sdc
export NUM_CORES = 4
export LEC_CHECK = 1
export CORE_UTILIZATION = 30
```

==> Changelog: implementation <==
### Implementation results

* Flip-flops with a built-in enable at 0
* Post-layout min period at 3.48 ns
* DR iter-0 viols at 399
* Internal Power at 2.06 mW
* DR pass1 iterations at 4
* Post-route design area at 7260 sq um
* Library cells used by synthesis at 57
* P&R area growth vs syn at 28.3%
* Drt total wl at 19600 microns
* CP max stage delay at 0.45 ns
* Asr flop ratio synth at 100%
* Setup WS post-layout at 0.116 ns
* Row cnt at 49
* Avg Inst Size Synth at 10.1 sq um
* Critical setup path kind: in -> out
* Final core occ at 39.9%
* Clk latency late pin at 0.35 ns
* Actual slew at the worst max-slew pin at 0.763 ns
* Fin crit share at 96.8%
* Power Density at 397 nW/um^2
* Hold_buf cts at 0
* Stages on the worst setup path at 7
* Yosys chip area at 5660 sq um
* RSZ-0062 raised after global routing: no
* DRC viols at 0
* Peak Freq at 287 MHz
* Status: completed
* Core area at 18200 sq um
* Setup TNS at 0 ns
* Clock Power Share at 31.8%
* R2r endpoint: sample_data[0]$_DFFE_PN0P_
* Static Leakage at 2.91 nW
* Critical Path Start Type: input pin
* Layout cells sized above 1 at 19.8%
* Initial Utilization at 31.1%
* Routed vias at 5110
* Crit. End Element: output port
* Seq pwr share at 47.2%
* # Post-CTS Setup Buffers at 0
* Final Non-Filler Cells at 887
* Sw Pwr at 823 uW
* Peak VDD IR at 211 uV
* Gr usage total at 21.4%
* Rel. slew slack at 49.1%
* Total CTS buffers at 9
* Setup-failing EPs final at 0
* Fillers at 1677
* Initial antenna violation count at 0
* Tot Pwr at 2.88 mW
* Pre-CTS WS at 0.107 ns
* Family with the most delay on the worst path: buffers and inverters
* Slowest CP cell: mux4_2
* I/O pin count at 99
* # diodes at 0
* Worst R2R Start: haddr_reg[3]$_DFF_PN0_
* Syn. warnings at 1
* Flop-to-flop setup slack at 1.28 ns
* CP Data Arrival Time at 2.76 ns
* CTS tree: built
* Reg2Reg Depth at 5
* Sw frac at 28.5%
* Post-Synthesis Cells at 563
* Die area at 19400 sq um
* WHS at 0.392 ns
* Buffers & Inverters on Critical Path at 2
* Number of sinks on the clock net at 97
* CP Max Fanout at 2
* Via density at 5.76
* Number of global-route vias before repair at 5091
* Reg area at 2430 sq um
* Final HPWL DP at 14700 microns
* Register share after synthesis at 42.9%
* Die y size at 139 microns
* Die W at 139 microns
* Synthesized flop and latch total at 97
* Clk Tree Root Cell: clkbuf_16
* Clock skew at 0.00646 ns
* WP data required at 2.88 ns
* HP Class: in -> async
* Most used cell, CP: clkdlybuf4s50_1
* CTS Buffer Depth at 2
* Syn Std Cell Area at 5660 sq um
* PortBufs at 98
* Cell area after placement at 6940 sq um
* Critical Path, Cell by Cell: clkdlybuf4s50_1 -> or2_2 -> mux4_2 -> nor2b_1 -> nor3_1 -> a311oi_1 -> clkdlybuf4s50_1
* Remaining global-route overflow at 0
* Reg clk slew, reported paths at 0.07 ns
* Routed len/inst at 22.1 microns
* First-pass GRT wire length at 30600 microns
* Log Warnings at 25
* Final ANT Viol Nets at 0
* Most common reg cell: dfrtp_1
* Largest net degree at the start of global routing at 50
* GPL Wtd Cong at 0.900
* Yosys cell count at 563
* Gate power share at 21.0%
* Dpl cells at 871
* Pins Over Slew Limit at 0
* Maxcap violations at 0
* Htree depth at 3
* Endpoints failing hold at 0
* Logic cell area at 3050 sq um
[power groups by stage]
stage | clock network [mW] | logic, mW | registers [mW]
6_report | 0.917 | 0.606 | 1.36
5_1_grt | 0.982 | 0.666 | 1.38
4_1_cts | 0.940 | 0.605 | 1.35
[timing repair]
| action | 4_1_cts | 5_1_grt |
|---|---|---|
| gates resized | 1 | 8 |
| endpoints found under the setup margin | 1 | 9 |
| pin swaps | 0 | 1 |
[worst max path at each step]
stage / slack [ns] / startpoint / endpoint
after global routing: 0.04 / modwait / hrdata[0]
final: 0.12 / modwait / hrdata[0]
after CTS: 0.03 / haddr_reg[3]$_DFF_PN0_ / hrdata[4]
[cells in the final DEF (no fill, tap or decap), types with 4 or more instances in the layout]
cell / netlist / final
nor2_2: 8 / 8
a31oi_1: 6 / 6
a211oi_1: 4 / 4
mux2_2: 40 / 40
nand3b_1: 6 / 6
o21a_1: 4 / 4
clkbuf_16: 0 / 9
a22o_1: 9 / 9
a22oi_1: 19 / 18
dfrtp_1: 97 / 95
nor2_1: 71 / 71
buf_4: 3 / 23
mux4_2: 17 / 17
nor2b_1: 15 / 15
a21oi_1: 105 / 105
nand2_1: 23 / 23
clkdlybuf4s50_1: 0 / 97
mux2i_1: 16 / 16
o211ai_1: 6 / 6
inv_1: 4 / 4
a221oi_1: 8 / 8
[area by class of cell]
| cell class | count | area share, % |
|---|---|---|
| Clock buffer | 11 | 3.34 |
| Multi-Input combinational cell | 417 | 42.0 |
| Sequential cell | 97 | 33.5 |
| Inverter | 5 | 0.259 |
| Clock inverter | 5 | 0.534 |
| Timing Repair Buffer | 123 | 16.5 |
| Tap cell | 229 | 3.95 |
[per-layer routing]
metal | part of all wire [%] | track usage, % | wire [microns] | up-vias
li1 | - | - | - | 2286
met1 | 44 | 31.9 | 8660 | 2548
met2 | 43 | 30.4 | 8460 | 248
met3 | 10 | 8.35 | 1970 | 28
met4 | 2.4 | 4.09 | 476 | 0
met5 | 0 | 0 | 0 | -
[cell usage after synthesis, drive strengths merged (8+ instances only)]
library cell / n / area, sq um
nor2: 81 / 339
mux2: 41 / 462
mux2i: 16 / 160
a221oi: 8 / 70.1
clkbuf: 19 / 71.3
a22oi: 19 / 143
buf: 25 / 130
a21oi: 105 / 526
dfrtp: 97 / 2430
nand2: 23 / 86.3
mux4: 17 / 383
nor2b: 18 / 120
a22o: 9 / 78.8
[cells by family (layout without fill, tap and decap cells)]
family | count (synthesis) | after routing | synth area share (%)
multiplexers | 74 | 74 | 17.8
AND-OR/OR-AND | 192 | 192 | 21.5
buffers and inverters | 49 | 144 | 3.89
flip-flops | 97 | 97 | 42.9
AND/OR/NAND/NOR | 151 | 151 | 13.9
Power and IR drop assume default switching activity.
